### ./run.sh
#!/bin/bash
# OpenROAD 26Q1-2900-gdf79404cd8, Yosys 0.63+post, stock flow scripts
make -C /OpenROAD-flow-scripts/flow DESIGN_CONFIG=/design/flow/config.mk WORK_HOME=/design/flow/orfs finish
### ./config.mk
export PLATFORM = sky130hd
export DESIGN_NAME = comparator
export DESIGN_NICKNAME = comparator
export VERILOG_FILES = /design/flow/design.v
export SDC_FILE = /design/flow/constraint.sdc
export NUM_CORES = 4
export LEC_CHECK = 1
export CORE_AREA = 10 10 70 70
export DIE_AREA = 0 0 80 80
### ./constraint.sdc
current_design comparator

set clk_period 1.8
set clk_io_pct 0.2

create_clock -name clk0 -period $clk_period

set non_clock_inputs [all_inputs -no_clocks]
set_input_delay [expr $clk_period * $clk_io_pct] -clock clk0 $non_clock_inputs
set_output_delay [expr $clk_period * $clk_io_pct] -clock clk0 [all_outputs]
### ./design.v
module comparator(gt,lt,eq,a,b);
  input [3:0]a,b;
  output reg gt,lt,eq;
  reg [3:0]compare;
  reg [4:0]finale;
  always @(*)
    begin
      gt=0;
      lt=0;
      eq=0;
          compare = ~(a^b);
      finale = a+compare+1;
      if((a^b)==0)
        eq=1;
      else
        begin
          if(finale ==b)
        lt=1;
      else 
        gt=1;
        end
    end
endmodule
==> results_dict.tcl <==
# collected from the flow reports
set metrics [dict create \
    outcome "complete, but fails checks" \
    violations "setup timing" \
    worstMarginPinSlew_ps 227 \
    topCellsByArea "xnor2_1 19%, ha_1 16%, xor2_1 15%, mux2i_1 8.6%, nor3b_1 6.5%" \
    die_x_um 80 \
    final_util 0.180 \
    num_rows 21 \
    finalClockPeriodUsage 1.13 \
    groute.usage.overall 0.0252 \
    yosysTopAreaCell "xnor2_1" \
    critPathMaxStageDelay_ps 340 \
    crit_family "AND-OR/OR-AND gates" \
    fp_util 0.0681 \
    end_kind "primary output" \
    worstPathRequired_ps 1440 \
    first_pass_iters 2 \
    crit_path_cell_trace "buf_8 -> ha_4 -> xor2_2 -> nor2_1 -> a221o_1 -> nor4_2 -> buf_2" \
    post-place-ws_ps -1020 \
    fmax_ghz 0.492 \
    grt_max_degree 5 \
    critPathLaunchType "input pin" \
    crit_path_top_delay_cell "a221o_1" \
    antenna_left 0 \
    avgSynthCellArea_um2 8.02 \
    setup_viol 3 \
    cp_num_buf_inv 2 \
    num_antenna_cells 0 \
    ys_cells 29 \
    ctsHoldBuffers 0 \
    timing.final.ws_setup_ps -234 \
    portBuffers 11 \
    syn-cell-area_um2 233 \
    relSlewSlack 0.846 \
    warnings 34 \
    rsz0062_at_grt "yes" \
    core_um2 3420 \
    leakagePower_nw 0.251 \
    hp-class "input pin to primary output" \
    die-area_um2 6400 \
    fin_hold_ws_ps 1260 \
    antenna_found_initial 0 \
    placed_area_um2 495 \
    top_cell "xnor2_1" \
    overflow 0 \
    synth.top_cells.by_count "5 x xnor2_1, 4 x xor2_1, 3 x ha_1, 3 x inv_1" \
    drive_above_1_share 0.709 \
    path_class "input pin to primary output" \
    via_per_inst 3.02 \
    place_congestion 0.766 \
    die_y_um 80 \
    min_period_ps 2030 \
    tns_ps -543 \
    syn_inst 29 \
    regArea_um2 0 \
    synth.top_cell.area_share 0.188 \
    grt_pass1_wl_um 1390 \
    ff_count 0 \
    drt-total-wl_um 809 \
    drtIter0Drc 8 \
    first_global_vias 334 \
    cp.arrival_ps 1670 \
    peakVddDrop_mv 0.0927 \
    syn_to_final_growth_pct 164 \
    nClkBuffers 0 \
    yosys_area_um2 233 \
    timing.final.hold_violations 0 \
    drc 0 \
    design_area_um2 614 \
    num_vias 305 \
    maxCapViolCount 0 \
    ys_seq_share 0 \
    io_pins 11 \
    worstPathMaxFanout 3 \
    synth_cell_types 15 \
    yosys_warnings 1 \
    power_density_nw_per_um2 293 \
    fillers 379 \
    routedWlPerCell_um 8.01 \
    slew_viol_final 0 \
]
==> layout by cell type, fill, tap and decap left out <==
cell type and n:
buf_6 9, buf_4 9, xnor2_1 5, buf_2 4, ha_4 3, inv_2 2
xor2_2 2, xor2_1 2, dlygate4sd2_1 2, buf_8 2, nor3b_4 1, nand2_1 1
and2b_2 1, nor3b_2 1, nor2_2 1, mux2i_1 1, o21ai_1 1, o2111ai_2 1
inv_1 1, mux2i_2 1, nor2_1 1, mux2_2 1, a221o_1 1, nor4_2 1
o31a_1 1
==> per-stage QoR <==
stage          instances  total power, mW
2_1_floorplan         29           0.0654
3_3_place_gp          97            0.125
3_5_place_dp          97            0.129
4_1_cts              100            0.167
5_1_grt              101            0.196
6_report             101            0.180
==> cells by family (layout without fill, tap and decap cells) <==
kind of cell               after synthesis  in the layout  share of synthesized area
AOI/OAI and AO/OA                        4              4                      0.140
buffers and inverters                    3             29                     0.0484
adders and majority gates                3              3                      0.161
muxes                                    3              3                      0.134
and+or+nand+nor                          7              7                      0.177
xor gates and xnor gates                 9              9                      0.339
==> final timing paths <==
path / startpoint / to / slack [ps] / depth (start not counted)
max: b[2] / lt / -230 / 7
min: b[2] / lt / 1260 / 5
==> layer usage <==
layer  vias up  track usage  share of wire
met5         -            0              0
met4         0            0              0
met3         0       0.0125           0.14
met2        11       0.0361           0.35
met1       138       0.0351           0.51
li1        156            -              -
==> power by group <==
group          total (mW)  switching [mW]  internal, mW
clock network           0               0             0
logic               0.180          0.0705         0.110
registers               0               0             0
total               0.180          0.0705         0.110
==> tightest hold or removal path, stage by stage <==
cell     delay (ps)
buf_8            80
buf_4           130
a221o_1         180
nor4_2           50
buf_2           100
==> final cells by class <==
cell class         count  area [µm²]  area share
inverters              3        11.3      0.0183
multi-input cells     26         309       0.503
well taps             46        57.6      0.0937
repair buffers        26         236       0.385
==> repair_timing <==
item | 4_1_cts | 5_1_grt
resized | 59 | 8
buffers inserted | 4 | 2
endpoints found under the setup margin | 3 | 3
pin swaps | 13 | 8
Power figures rest on the tool's default switching activity, not on a simulated workload.
